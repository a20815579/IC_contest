==> flow/design.v <==
module LCD_CTRL(clk, reset, cmd, cmd_valid, IROM_Q, IROM_rd, IROM_A, IRAM_valid, IRAM_D, IRAM_A, busy, done);
input clk;
input reset;
input [3:0] cmd;
input cmd_valid;
input [7:0] IROM_Q;
output reg IROM_rd;
output reg [5:0] IROM_A;
output reg IRAM_valid;
output reg [7:0] IRAM_D;
output reg [5:0] IRAM_A;
output reg busy;
output reg done;
reg [7:0] data [63:0];
reg [2:0] x,y;
reg [8:0] tmp1,tmp2;
wire [5:0] pos;
assign pos = (y << 3) + x ;
wire [7:0] min;
assign min = (tmp1 < tmp2) ? tmp1 : tmp2;
wire [7:0] max;
assign max = (tmp1 > tmp2) ? tmp1 : tmp2;
wire [7:0] avg;
assign avg = 10'b0000000000 + (tmp1 + tmp2) >> 2;
always @(posedge clk or posedge reset) begin
    if (reset) begin
        IROM_rd <= 1;
        IROM_A <= 0;
        IRAM_valid <= 0;
        IRAM_D <= 0;
        IRAM_A <= 0;
        busy <= 1;
        done <= 0;
        tmp1 <= 0;
        tmp2 <= 0;
        x <= 4;
        y <= 4;
    end
    else begin
        if(IROM_rd) begin  
            data[IROM_A] <= IROM_Q;
            IROM_A <= IROM_A + 1;
            if(IROM_A == 6'd63) begin
                IROM_rd <= 0;
                busy <= 0;                
            end
        end
        else begin
            case(cmd)
                4'd0: begin
                    if(busy) begin  
                        IRAM_A <= IRAM_A + 1;
                        IRAM_D <= data[IRAM_A+1];
                        if(IRAM_A == 6'd63) begin
                            done <= 1;
                            busy <= 0;
                            IRAM_valid <= 0 ;
                        end                        
                    end
                    else begin  
                        busy <= 1;
                        IRAM_valid <= 1;
                        IRAM_A <= 0;
                        IRAM_D <= data[0];
                    end
                end
                4'd1: begin
                    y <= (y-1 < 3'd1) ? 3'd1 : y-1;
                end
                4'd2: begin
                    y <= (y+1 > 3'd7) ? 3'd7 : y+1;
                end
                4'd3: begin
                    x <= (x-1 < 3'd1) ? 3'd1 : x-1;
                end
                4'd4: begin
                    x <= (x+1 > 3'd7) ? 3'd7 : x+1;
                end
                4'd5: begin
                    if(busy) begin  
                        data[pos-9] <= max;
                        data[pos-8] <= max;
                        data[pos-1] <= max;
                        data[pos] <= max;
                        busy <= 0;
                    end
                    else begin  
                        busy <= 1;
                        tmp1 <= (data[pos-9] > data[pos-8])? data[pos-9] : data[pos-8];
                        tmp2 <= (data[pos-1] > data[pos])? data[pos-1] : data[pos];
                    end                   
                end
                4'd6: begin
                    if(busy) begin  
                        data[pos-9] <= min;
                        data[pos-8] <= min;
                        data[pos-1] <= min;
                        data[pos] <= min;
                        busy <= 0;
                    end
                    else begin  
                        busy <= 1;
                        tmp1 <= (data[pos-9] < data[pos-8])? data[pos-9] : data[pos-8];
                        tmp2 <= (data[pos-1] < data[pos])? data[pos-1] : data[pos];
                    end
                end
                4'd7: begin
                    if(busy) begin  
                        data[pos-9] <= avg;
                        data[pos-8] <= avg;
                        data[pos-1] <= avg;
                        data[pos-0] <= avg;
                        busy <= 0;
                    end
                    else begin  
                        busy <= 1;
                        tmp1 <= data[pos-9] + data[pos-8];
                        tmp2 <= data[pos-1] + data[pos];
                    end
                end
                4'd8: begin
                    data[pos-9] <= data[pos-8];
                    data[pos-8] <= data[pos];
                    data[pos] <= data[pos-1];
                    data[pos-1] <= data[pos-9];
                end
                4'd9: begin
                    data[pos-9] <= data[pos-1];
                    data[pos-1] <= data[pos];
                    data[pos] <= data[pos-8];
                    data[pos-8] <= data[pos-9];        
                end
                4'd10: begin
                    data[pos-9] <= data[pos-1];
                    data[pos-1] <= data[pos-9];
                    data[pos] <= data[pos-8];
                    data[pos-8] <= data[pos];        
                end
                4'd11: begin
                    data[pos-9] <= data[pos-8];
                    data[pos-8] <= data[pos-9];
                    data[pos] <= data[pos-1];
                    data[pos-1] <= data[pos];        
                end
            endcase
        end
    end
end
endmodule
==> flow/run.sh <==
#!/bin/bash
# OpenROAD 26Q1-2900-gdf79404cd8, Yosys 0.63+post, stock flow scripts
make -C /OpenROAD-flow-scripts/flow DESIGN_CONFIG=/design/flow/config.mk WORK_HOME=/design/flow/orfs finish
==> flow/config.mk <==
export PLATFORM = sky130hd
export DESIGN_NAME = LCD_CTRL
export DESIGN_NICKNAME = LCD_CTRL
export VERILOG_FILES = /design/flow/design.v
export SDC_FILE = /design/flow/constraint.sdc
export NUM_CORES = 4
export LEC_CHECK = 1
export CORE_UTILIZATION = 50
==> flow/constraint.sdc <==
current_design LCD_CTRL

set clk_period 16.6
set clk_io_pct 0.2

create_clock -name clk0 -period $clk_period [get_ports {clk}]

set non_clock_inputs [all_inputs -no_clocks]
set_input_delay [expr $clk_period * $clk_io_pct] -clock clk0 $non_clock_inputs
set_output_delay [expr $clk_period * $clk_io_pct] -clock clk0 [all_outputs]
==> run summary <==
Implementation progress

During synthesis, Yosys emitted a total of 2 warnings. The first error in the log reads "[ERROR GRT-0116] Global routing finished with congestion. Check the congestion regions in the DRC Viewer". The number of global-route vias before repair stands at 192,182. The synthesized area per cell stands at between 6 and 7 um^2. Per the CTS log, the maximum H-tree level is 3. The synthesized design spends more area on one cell type than any other, namely sky130_fd_sc_hd__edfxtp_1. After global routing the overflow that remains totals 38,736. In this run, synthesis inferred 512 flip-flops with an integrated enable. In this run the post-CTS setup repair buffer count came out at 0. The number of cells upsized or downsized after cts stands at 0. In this run, post-CTS hold repair placed 0 buffers. The fraction of the yosys area taken by sequential cells stands at between 10 and 15%. The TritonCTS sink count stands at about 560. The floorplan report gives the top-level pin count as 39.

The run stopped with a tool error. Progress stopped at global routing (5_1_grt). After synthesis, the share of flip-flops with an asynchronous set or reset is 8.57%.

The number of clock buffers inserted by TritonCTS stands at about 85. Post-synth the commonest register cell is sky130_fd_sc_hd__edfxtp_1. The floorplan has between 150 and 200 rows.

After synthesis the cells add up to roughly 110,000 um^2. The chip area from the yosys synthesis statistics stands at around 110,000 um^2. The register bit count reported by yosys stands at between 500 and 600.

The share of synthesized area in the top cell type comes to a little over an eighth. The cell sitting at the root of the clock tree is a sky130_fd_sc_hd__clkbuf_16. The number of library cell types mapped by synthesis stands at approximately 110. The initial core utilization stands at between 50% and 60%. Once placement finished, the instance area stood at 124,000 um^2. The largest net degree at the start of global routing stands at 83. The total global-route track usage stands at 118%. The die boundary height stands at about 480 um. In this run the deepest clock path goes through 3 buffers. The congestion estimate from routability-driven global placement came to 1.93. The total half-perimeter wirelength after legalization and detailed placement stands at just over 900 mm. The gate count after technology mapping stands at between 15,000 and 20,000.

The detailed placer reported the number of placed instances as roughly 20,000. The main area contributors are sky130_fd_sc_hd__edfxtp_1 14%, sky130_fd_sc_hd__o21ai_0 9.7%, sky130_fd_sc_hd__a21oi_1 8.4%. According to the floorplan report, the die width is about 480 um. The post-synthesis cell count from yosys stands at 17,659. The global-route wire length before repair stands at about 1800 mm. In this run the tool buffered the top-level ports with 37 buffer cells.
[kinds of logic after synthesis]
logic type / Yosys count / share of synthesized area [%]
AOI/OAI and AO/OA: 9265 / 53.7
and+or+nand+nor: 5002 / 20.1
buffers and inverters: 2550 / 8.91
DFF: 560 / 14.6
muxes: 172 / 1.61
adders and majority gates: 73 / 0.816
xor gates and xnor gates: 37 / 0.285
[cell usage after synthesis, types with 60 or more instances]
cell type and count:
sky130_fd_sc_hd__a2111oi_0 203, sky130_fd_sc_hd__a211o_1 60, sky130_fd_sc_hd__a211oi_1 424, sky130_fd_sc_hd__a21oi_1 1913, sky130_fd_sc_hd__a221oi_1 474, sky130_fd_sc_hd__a222oi_1 60
sky130_fd_sc_hd__a22o_1 151, sky130_fd_sc_hd__a22oi_1 538, sky130_fd_sc_hd__a311oi_1 68, sky130_fd_sc_hd__a31oi_1 544, sky130_fd_sc_hd__a32oi_1 89, sky130_fd_sc_hd__a41oi_1 82
sky130_fd_sc_hd__and3_1 190, sky130_fd_sc_hd__buf_1 244, sky130_fd_sc_hd__buf_2 333, sky130_fd_sc_hd__clkbuf_1 1840, sky130_fd_sc_hd__edfxtp_1 512, sky130_fd_sc_hd__ha_1 71
sky130_fd_sc_hd__inv_1 75, sky130_fd_sc_hd__mux2i_1 133, sky130_fd_sc_hd__nand2_1 1753, sky130_fd_sc_hd__nand3_1 594, sky130_fd_sc_hd__nand4_1 217, sky130_fd_sc_hd__nor2_1 1391
sky130_fd_sc_hd__nor3_1 301, sky130_fd_sc_hd__nor4_1 138, sky130_fd_sc_hd__o2111ai_1 164, sky130_fd_sc_hd__o211ai_1 493, sky130_fd_sc_hd__o21ai_0 2199, sky130_fd_sc_hd__o221ai_1 420
sky130_fd_sc_hd__o22ai_1 545, sky130_fd_sc_hd__o311ai_0 85, sky130_fd_sc_hd__o31ai_1 167
[per-layer routing]
metal / global-route usage (%) / overflow
met1: 112 / 7692
met2: 137 / 20169
met3: 109 / 5392
met4: 106 / 4779
met5: 104 / 704
[through the flow]
| stage | hold WS, ps | utilization [%] | worst slack, ps | power, W |
|---|---|---|---|---|
| 4_1_cts | 482 | 56.2 | 7450 | 0.0494 |
| 3_5_place_dp | 468 | 55.1 | 7440 | 0.0475 |
| 3_3_place_gp | 460 | 55.1 | 7470 | 0.0475 |
| 2_1_floorplan | 417 | - | 9510 | 0.0215 |
Power is estimated from default activity; no workload was simulated.
