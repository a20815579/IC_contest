==> /design/flow/constraint.sdc <==
current_design SME

set clk_period 9.1
set clk_io_pct 0.2

create_clock -name clk0 -period $clk_period [get_ports {clk}]

set non_clock_inputs [all_inputs -no_clocks]
set_input_delay [expr $clk_period * $clk_io_pct] -clock clk0 $non_clock_inputs
set_output_delay [expr $clk_period * $clk_io_pct] -clock clk0 [all_outputs]
==> /design/flow/config.mk <==
export PLATFORM = sky130hd
export DESIGN_NAME = SME
export DESIGN_NICKNAME = SME
export VERILOG_FILES = /design/flow/design.v
export SDC_FILE = /design/flow/constraint.sdc
export NUM_CORES = 4
export LEC_CHECK = 1
export CORE_UTILIZATION = 40
==> /design/flow/design.v <==
module SME(clk,reset,chardata,isstring,ispattern,valid,match,match_index);
input clk;
input reset;
input [7:0] chardata;
input isstring;
input ispattern;
output reg match;
output reg [4:0] match_index;
output reg valid;
reg [7:0] string [33:0];
reg [7:0] pattern [8:0];
reg [5:0] s_len, s_start;
reg [3:0] p_len, p_cnt;
reg finish,match_tmp,new_str,new_pat,spec_start;
always @(posedge clk or posedge reset) begin
    if (reset) begin
        match <= 0;
        match_tmp <= 1;
        match_index <= 0;
        valid <= 0;
        s_len <= 1;
        p_len <= 0;
        s_start <= 0;
        p_cnt <= 0;
        string[0] <= 8'h20;  
        finish <= 0;
        new_str <= 1;
        new_pat <= 1;
        spec_start <= 0;
    end
    else begin
        if(isstring) begin
            if(new_str) begin
                new_str <= 0;
                s_len <= 2;
                string[1] <= chardata;
                valid <= 0;
            end
            else begin
                s_len <= s_len + 1;
                string[s_len] <= chardata;
            end
        end
        else if(ispattern) begin
            p_len <= p_len + 1;            
            if(chardata == 8'h5E) begin
                spec_start <= 1;
                pattern[p_len] <= 8'h20;
            end
            else if(chardata == 8'h24) begin
                pattern[p_len] <= 8'h20;
            end
            else begin
                pattern[p_len] <= chardata;
            end            
            if(!new_str) begin
                string[s_len] <= 8'h20;  
                s_len <= s_len + 1;
                new_str <= 1;
            end
            if(new_pat) begin
                s_start <= 0;
                new_pat <= 0;
                valid <= 0;
            end
        end
        else begin
            if(finish) begin  
                match_tmp <= 1;
                finish <= 0;
                p_cnt <= 0;
                if(match_tmp) begin
                    match <= 1;
                    valid <= 1;
                    p_len <= 0;
                    new_pat <= 1; 
                    spec_start <= 0;   
                    if(s_start == 0 || spec_start)    
                        match_index <= s_start;
                    else
                        match_index <= s_start-1;  
                end
                else begin
                    if(s_start + p_len == s_len) begin  
                        match <= 0;
                        valid <= 1;                        
                        p_len <= 0;
                        new_pat <= 1;
                        spec_start <= 0;
                    end
                    else begin  
                        s_start <= s_start + 1;                        
                    end
                end
            end
            else begin
                p_cnt <= p_cnt + 1;
                if(pattern[p_cnt] != string[s_start+p_cnt] 
                    && pattern[p_cnt] != 8'h2E) begin
                    match_tmp <= 0;                    
                end
                if(p_cnt == p_len-1) begin
                    finish <= 1;   
                end             
            end
        end
    end    
end
endmodule
==> /design/flow/run.sh <==
#!/bin/bash
# OpenROAD 26Q1-2900-gdf79404cd8, Yosys 0.63+post, stock flow scripts
make -C /OpenROAD-flow-scripts/flow DESIGN_CONFIG=/design/flow/config.mk WORK_HOME=/design/flow/orfs finish
==> results.toml <==
# yosys + openroad results
[run_status]
outcome = "complete, no violations"

[sta]
setup_tns_ns = 0
timing.fmax_ghz = 0.1969
worst_slew_pin_slew_ns = 1.341
final-hold-violation-count = 0
maxSlewHeadroom = 0.08273
post-route-worst-setup-slack_ns = 4.022
finalHoldWorstSlack_ns = 0.4799
finalClockPeriodUsage = 0.5580
fin_skew_ns = 0.02911
timing.final.max_slew_violations = 0
report.final.setup_viol = 0
fin_crit_ns = 5.078
rsz0062_at_grt = "false"

[setup_path]
timing.critical_path.required_ns = 9.57
startpoint_type = "register"
reg2reg_setup_slack_ns = 4.02
cp-end-kind = "register"
path_class = "reg2reg"
critical_path_arrival_ns = 5.55
worst-path-max-fanout = 25

[route]
num_antenna_cells = 0
dr_total_vias = 12084
routed_wire_length_per_instance_um = 27.77
drtIter0Drc = 1079
total_drc_errors_in_the_routed_layout = 0
detail-route-antenna-nets = 0
routed_wl_um = 54900
drt-pass1-iter-count = 5
drt-vias-per-instance = 6.112

[global_routing]
grt.total_usage = 0.2723
antenna_found_initial = 1
grt_pass1_vias = 12338
grt_first_pass_wirelength_um = 81200
grt_remaining_overflow = 0
grt_start_max_net_pins = 39

[clock_tree]
clock_tree.buffer_depth = 3
postCtsHoldBufs = 0
postCtsSetupRepairBufs = 0
post_cts_resized = 0
insertion_delay_ns = 0.58
cts.sink_count = 376
numCtsBuffers = 43
cts_tree = "built"
clk_root_buffer_cell = "clkbuf_16"
cts.htree.levels = 2
cts.reportedPaths.clkPinSlew_ns = 0.06

[synthesis]
async_flop_share = 0.1064
post_synth_seq_share = 0.6395
synth-cells-yosys = 1336
synth.largest_area_cell = "edfxtp_1"
enable_flop_cells = 336
dominantRegCellSynth = "edfxtp_1"
syn-mean-instance-area_um2 = 12.99
synth-area-yosys_um2 = 17350
synth.top_cells.by_count = "edfxtp_1 (336), nand2_1 (112), a21o_1 (64), a21oi_1 (62)"
syn-instance-count = 1336
area_leaders = "edfxtp_1 (58%), dfrtp_1 (5.0%), a21o_1 (2.8%), nand2_1 (2.4%), a22oi_1 (2.2%)"
ys_ff = 376
synth_warnings = 3
netlist.top_cell.by_instances = "edfxtp_1"
syn_area_um2 = 17350
synth_cell_type_count = 84
yosys.area.top_type_share = 0.5814

[die]
die-area_um2 = 44220
die_width_um = 210.3
core-area_um2 = 42320
placement_rows = 75
dieHeight_um = 210.3
floorplanUtilization = 0.4100
boundaryPins = 19

[pwr]
power_density_nw_per_um2 = 364.4
fin_total_pwr_mw = 7.167
leakage_nw = 7.012
worst_ir_drop_vdd_uv = 274.5

[place]
port_buffers = 18
finalWeightedCongestion = 1.004
dp_hpwl_um = 36660
post-place-cells = 1898
placement.setup.worst_slack_ns = 4.177

[cells_and_area]
fin_cells = 1977
layout_cells_sized_above_1 = 0.1107
area.combinational_um2 = 5854
ff_latch_area_um2 = 11100
layout.filler_cells = 3684
layout-area-overhead-vs-synth_pct = 13.34

[flow_run]
drv.max_cap_violation_count = 0
warning_count = 36

[worst_hold_path]
hp-class = "reg2reg"
==> worst max-delay path, stage by stage (launching register included) <==
cell and delay (ns):
dfrtp_1 0.49, ha_1 0.31, fa_1 0.57, xnor2_2 0.21
buf_4 0.37, nor2_1 0.15, buf_4 0.23, a22o_1 0.19
a2111oi_0 1.13, o32ai_1 0.25, nor4_1 0.28, nand3_1 0.21
xor2_1 0.18, a41oi_1 0.13, o31ai_1 0.25
==> layer usage <==
metal	up-vias	part of all wire	track usage	wire, um
li1	5334	-	-	-
met1	5888	0.39	0.3896	21580
met2	741	0.43	0.3709	23390
met3	117	0.15	0.1624	8013
met4	4	0.034	0.07098	1868
met5	-	0.00091	0.006674	50
==> final cells by class <==
type	count	area share
tap	577	0.03671
multi-input combinational	862	0.2977
clock buffer	50	0.05815
timing repair buffer	63	0.02634
sequential	376	0.5642
inverter	20	0.003817
clock inverter	29	0.01311
==> path summary, 6_finish.rpt <==
kind                                      to  startpoint  cells past startpoint
worst max-delay path               match_tmp  s_start[0]                     14
worst min-delay path                 new_pat     new_pat                      2
worst max register to register     match_tmp  s_start[0]                     14
worst min register to register       new_pat     new_pat                      2
max in group asynchronous       string[0][5]       reset                      3
min in group asynchronous         s_start[3]       reset                      3
==> placed cells by master (no fill, tap or decap), types with 35 or more instances in the layout <==
cell type,instances
and3_1,49
a22oi_1,52
clkbuf_16,44
nand2_1,112
nor2_1,51
a21o_1,64
nand3_1,38
o21ai_0,52
buf_4,45
dfrtp_1,35
a21oi_1,62
edfxtp_1,336
==> kinds of logic (layout without fill, tap and decap cells) <==
| kind of cell | after synthesis | count (layout) | synth area share |
|---|---|---|---|
| mux | 36 | 36 | 0.02473 |
| flops | 376 | 376 | 0.6395 |
| fa+ha+maj | 25 | 25 | 0.01889 |
| compound gates | 400 | 400 | 0.1671 |
| simple gates | 364 | 364 | 0.1067 |
| xor+xnor | 37 | 37 | 0.01954 |
| buf+inv | 98 | 162 | 0.02351 |
==> stage by stage <==
stage | util | area [um^2]
after global routing | 0.4647 | 19670
final | 0.4647 | 19670
after detailed placement | 0.4316 | 18270
after CTS | 0.4647 | 19670
after floorplan | - | 17350
after global placement | 0.4316 | 18270
==> flip-flops by register name (all words and copies together), names as in the netlist, 4 cells and up <==
register and count:
p_len 4, string 272, pattern 72, match_index 5, s_start 6, s_len 6, p_cnt 4
==> where the power goes <==
group | switching [mW] | leakage, nW | internal [mW]
logic | 2.24 | 2.80 | 1.08
registers | 0.144 | 3.54 | 1.99
clock network | 0.705 | 0.674 | 1.01
No activity file was given, so power comes from the tool's default toggle rates.
