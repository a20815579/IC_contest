==> design/flow/design.v <==
module geofence ( clk,reset,X,Y,valid,is_inside);
input clk;
input reset;
input [9:0] X;
input [9:0] Y;
output reg valid;
output reg is_inside;
reg [2:0] cnt, base, now;
reg [9:0] x [5:0];
reg [9:0] y [5:0];
reg [9:0] xx,yy;
reg [3:0] state;
reg signed [20:0] cross_p;
reg signed [10:0] mul1, mul2, sub1, sub2;
wire signed [20:0] multiply; 
assign multiply = mul1 * mul2;
wire signed [10:0] substract; 
assign substract = sub1 - sub2;
always @(posedge clk or posedge reset) begin
    if(reset) begin
        valid <= 0;
        is_inside <= 0;
        cnt <= 0;
        state <= 0;
		mul1 <= 0;
		mul2 <= 0;
    end
    else begin
        case(state)
            4'd0: begin
				cnt <= 0;
                valid <= 0;
                xx <= X;
                yy <= Y;
                state <= 1;
            end
            4'd1: begin                
                x[cnt] <= X;
                y[cnt] <= Y;                
                if(cnt == 3'd5) begin
                    state <= 2;
                    base <= 5;
                    now <= 0;
                    cnt <= 0;
                end
                else begin
                    cnt <= cnt + 1;
                end
            end
            4'd2: begin
                sub1 <= x[now];
                sub2 <= x[0];
                state <= 3;
            end
            4'd3: begin
                sub1 <= y[now+1];
                sub2 <= y[0];
                mul1 <= substract;
                state <= 4;
            end
            4'd4: begin
                sub1 <= x[now+1];
                sub2 <= x[0];
                mul2 <= substract;
                state <= 5;
            end
            4'd5: begin
                cross_p <= multiply;
                sub1 <= y[now];
                sub2 <= y[0];
                mul1 <= substract;
                state <= 6;
            end
            4'd6: begin
                mul2 <= substract;
                state <= 7;
            end
            4'd7: begin
                if(cross_p > multiply) begin  
                    x[now+1] <= x[now];
                    y[now+1] <= y[now];
                    x[now] <= x[now+1];                             
                    y[now] <= y[now+1];                    
                end                  
                if(now + 1 == base) begin                                                
                    if(base == 1) begin
                        state <= 8;
                        is_inside <= 1;
                    end
                    else begin
                        base <= base - 1;
                        now <= 0;
                        state <= 4'd2;
                    end
                end
                else begin
                    now <= now + 1;
                    state <= 4'd2;
                end
            end
            4'd8: begin
                sub1 <= x[cnt];
                sub2 <= xx;
                state <= 9;
            end
            4'd9: begin
                if(cnt == 5)
                    sub1 <= y[0];
                else
                    sub1 <= y[cnt+1];
                sub2 <= y[cnt];
                mul1 <= substract;
                state <= 10;
            end
            4'd10: begin
                if(cnt == 5)
                    sub1 <= x[0];
                else
                    sub1 <= x[cnt+1];
                sub2 <= x[cnt];
                mul2 <= substract;
                state <= 11;
            end
            4'd11: begin
                cross_p <= multiply;
                sub1 <= y[cnt];
                sub2 <= yy;
                mul1 <= substract;
                state <= 12;
            end
            4'd12: begin
                mul2 <= substract;
                state <= 13;
            end
            4'd13: begin
                if(cross_p > multiply) begin
                    is_inside <= 0;
                    state <= 14;
                end
                else begin
                    if(cnt == 5) begin
                        state <= 14;
                    end
                    else begin
                        state <= 4'd8;
                        cnt <= cnt + 1;
                    end
                end                
            end
            4'd14: begin
                valid <= 1;
                state <= 15;
            end
			4'd15: begin
				valid <= 0;
				state <= 4'd0;
			end
        endcase
    end
end
endmodule
==> design/flow/run.sh <==
#!/bin/bash
# OpenROAD 26Q1-2900-gdf79404cd8, Yosys 0.63+post, stock flow scripts
make -C /OpenROAD-flow-scripts/flow DESIGN_CONFIG=/design/flow/config.mk WORK_HOME=/design/flow/orfs finish
==> design/flow/config.mk <==
export PLATFORM = sky130hd
export DESIGN_NAME = geofence
export DESIGN_NICKNAME = geofence
export VERILOG_FILES = /design/flow/design.v
export SDC_FILE = /design/flow/constraint.sdc
export NUM_CORES = 4
export LEC_CHECK = 1
export CORE_UTILIZATION = 50
==> design/flow/constraint.sdc <==
current_design geofence

set clk_period 10.3
set clk_io_pct 0.2

create_clock -name clk0 -period $clk_period [get_ports {clk}]

set non_clock_inputs [all_inputs -no_clocks]
set_input_delay [expr $clk_period * $clk_io_pct] -clock clk0 $non_clock_inputs
set_output_delay [expr $clk_period * $clk_io_pct] -clock clk0 [all_outputs]
==> impl_metrics.json <==
{
  "outcome": "finished, final reports clean",
  "cts-root-buf": "clkbuf_16",
  "core_area_um2": 37670,
  "clkPwrFrac_pct": 48.6,
  "hpwl_um": 40810,
  "num_vias": 16350,
  "area_leaders": "edfxtp_1 (29%), fa_1 (12%), ha_1 (5.9%)",
  "layout-drive-gt1-share_pct": 7.850,
  "yosysUniqueCellTypes": 82,
  "fmax_ghz": 0.1317,
  "min_path_cells": 0,
  "worstMarginPinSlew_ns": 0.8716,
  "vias_per_cell": 6.509,
  "reg2reg_to": "x[4][6]",
  "cp_max_fo": 13,
  "insertion_delay_ns": 0.59,
  "antenna_found_initial": 8,
  "ff_type": "edfxtp_1",
  "cts_sinks": 230,
  "final_hold_viol_count": 0,
  "die_w_um": 197.4,
  "switching_share_pct": 21.42,
  "numPortBuffers": 23,
  "drc": 0,
  "area_delta_synth_final_pct": 8.517,
  "holdWs_ns": 0.3817,
  "finalPower_mw": 2.018,
  "slew_violations": 0,
  "die_area_um2": 38980,
  "cts_resized": 0,
  "worst_slack_ns": 2.708,
  "r2r_start": "mul2[2]",
  "reg2reg_depth": 23,
  "pwr_density_cell_nw_per_um2": 97.36,
  "leakage_nw": 7.675,
  "finalCritPeriodShare_pct": 73.71,
  "postSynthSeqShare_pct": 35.05,
  "hp-class": "flip-flop to flip-flop",
  "p_int_mw": 1.586,
  "rrSetupSlack_ns": 2.71,
  "crit_type": "flip-flop to flip-flop",
  "wl_um": 62880,
  "netlist.area_leader.share_pct": 29.40,
  "clockBufferDepth": 3,
  "synth_stat.cells": 2027,
  "path_clk_slew_ns": 0.06,
  "dp_slack_ns": 2.800,
  "post-cts-setup-buffers": 0,
  "post-route-min-period_ns": 7.592,
  "cts_buffers": 28,
  "skew_ns": 0.03550,
  "timing.critical_path.from_type": "flip-flop",
  "min_from": "state[7]",
  "cts_hold_buffers": 0,
  "hold_path_end": "state[15]",
  "grt_first_pass_wirelength_um": 95450,
  "grt_pass1_vias": 16080,
  "tritoncts": "done",
  "combPwrFrac_pct": 1.7,
  "grt_start_max_net_pins": 58,
  "routedWlPerCell_um": 25.03,
  "drtIter0Drc": 1700,
  "yosysTopAreaCell": "edfxtp_1",
  "netlist_area_um2": 19100,
  "yosys_warnings": 3,
  "rows": 71,
  "relSlewSlack_pct": 41.62,
  "maxCapViolations": 0,
  "p_sw_uw": 432.2,
  "pwr-share-seq_pct": 49.7,
  "fill_cells": 3259,
  "rsz0062_at_grt": "false",
  "utilization_pct": 55.02,
  "async_flop_share_pct": 18.70,
  "track_usage_pct": 35.28,
  "endpoint_kind": "flip-flop",
  "drtAntennaViolNets": 0,
  "ys_chip_area_um2": 19100,
  "routabilityCongestion": 0.9518,
  "edf_count": 187,
  "setup_tns_ns": 0,
  "setup_viol": 0,
  "ys.flops": 230,
  "ctsHtreeMaxLevel": 1,
  "warnings": 34,
  "syn_inst": 2027,
  "initial_core_util_pct": 50.70,
  "syn_avg_cell_area_um2": 9.421,
  "cp_data_arrival_time_ns": 7.86,
  "cp.required_ns": 10.57,
  "grt_overflow": 0,
  "drtPass1Iterations": 7,
  "fp.dieH_um": 197.4,
  "num_io_pins": 24,
  "vdd_drop_max_v": 0.0001154
}
==> kinds of logic after synthesis <==
kind of cell,share of synthesized area [%]
adders and majority gates,17.85
buffers and inverters,6.827
xor gates and xnor gates,1.835
DFF,35.05
muxes,1.094
AOI/OAI and AO/OA,25.77
and+or+nand+nor,11.58
==> routing by layer <==
layer  share of wire [%]  vias to the layer above  track usage [%]
met5                0.14                        -                0
li1                    -                     7339                -
met2                  46                      945            53.03
met1                  36                     7762            46.88
met3                  11                      292            12.74
met4                 6.7                       12            18.00
==> synthesized netlist by cell type (all sizes together) (56+ instances only) <==
| cell type | instances |
|---|---|
| clkbuf | 111 |
| inv | 174 |
| edfxtp | 187 |
| nor2 | 131 |
| and2 | 56 |
| a22oi | 66 |
| fa | 114 |
| ha | 90 |
| a21oi | 182 |
| a222oi | 65 |
| o21ai | 140 |
| nand2 | 228 |
==> layout by cell type (no fill, tap or decap), types with 27 or more instances in the layout <==
cell,instances
nand2_1,228
edfxtp_1,187
a21oi_1,181
inv_1,173
nor2_1,128
o21ai_0,117
fa_1,114
ha_1,86
a22oi_1,66
a222oi_1,65
and2_1,56
buf_4,54
a221oi_1,46
dfrtp_1,41
a21o_1,37
a31oi_1,37
o211ai_1,33
clkbuf_16,29
xnor2_1,27
==> sequential cells by signal (all words and copies together), names as in the netlist, 10 cells and up <==
register	count
sub1	10
cross_p	21
mul1	11
xx	10
yy	10
state	16
y	60
sub2	10
x	60
mul2	11
==> worst max-delay path, cell delays in order, from the launching register on <==
cell,delay [ns]
dfrtp_1,0.56
nand2_1,0.14
fa_1,0.58
fa_1,0.45
fa_1,0.58
fa_1,0.44
fa_1,0.50
inv_1,0.04
ha_1,0.21
nor4_1,0.27
o21ai_0,0.18
a41oi_1,0.36
o21a_1,0.21
o21ai_0,0.08
a21oi_1,0.28
xor2_1,0.11
ha_1,0.30
nand4_1,0.15
a31oi_1,0.20
o211a_1,0.34
o211ai_1,0.13
buf_4,0.19
nor2_2,0.55
buf_4,0.41
==> how the worst max path moves through the flow <==
| stage | start | end | cells after the start |
|---|---|---|---|
| after CTS | mul2[2] | x[4][6] | 23 |
| after global routing | mul2[2] | x[4][6] | 23 |
| final | mul2[2] | x[4][6] | 23 |
==> cell type report <==
| type | count | area [µm²] | share of cell area (%) |
|---|---|---|---|
| Multi-Input combinational cell | 1468 | 11200 | 54.04 |
| Sequential cell | 230 | 6696 | 32.31 |
| Clock buffer | 37 | 765.7 | 3.695 |
| Inverter | 177 | 664.4 | 3.206 |
| Tap cell | 511 | 639.4 | 3.085 |
| Timing Repair Buffer | 77 | 635.6 | 3.067 |
| Clock inverter | 11 | 120.1 | 0.5796 |
| Antenna cell | 1 | 2.502 | 0.01208 |
==> power groups by stage <==
stage | logic (mW) | clock network (mW) | registers (mW)
after CTS | 0.0350 | 0.987 | 1.00
after global routing | 0.0386 | 1.02 | 1.00
final | 0.0347 | 0.980 | 1.00
==> stage by stage <==
stage          instances  cell area [µm²]
6_report            2512            20720
5_1_grt             2511            20720
4_1_cts             2511            20720
3_5_place_dp        2463            19840
3_3_place_gp        2463            19840
2_1_floorplan       2027            19100
No activity file was given, so power comes from the tool's default toggle rates.
